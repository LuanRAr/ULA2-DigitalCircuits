==> ./design.v <==
module display7seg(
    input  [3:0] bin,         
    output [6:0] seg          
);
    wire n3, n2, n1, n0;
    not inv3(n3, bin[3]);
    not inv2(n2, bin[2]);
    not inv1(n1, bin[1]);
    not inv0(n0, bin[0]);
    wire dig0, dig1, dig2, dig3, dig4, dig5, dig6, dig7, dig8, dig9;
    wire digA, digB, digC, digD, digE, digF;
    and and_dig0(dig0, n3, n2, n1, n0);
    and and_dig1(dig1, n3, n2, n1, bin[0]);
    and and_dig2(dig2, n3, n2, bin[1], n0);
    and and_dig3(dig3, n3, n2, bin[1], bin[0]);
    and and_dig4(dig4, n3, bin[2], n1, n0);
    and and_dig5(dig5, n3, bin[2], n1, bin[0]);
    and and_dig6(dig6, n3, bin[2], bin[1], n0);
    and and_dig7(dig7, n3, bin[2], bin[1], bin[0]);
    and and_dig8(dig8, bin[3], n2, n1, n0);
    and and_dig9(dig9, bin[3], n2, n1, bin[0]);
    and and_digA(digA, bin[3], n2, bin[1], n0);
    and and_digB(digB, bin[3], n2, bin[1], bin[0]);
    and and_digC(digC, bin[3], bin[2], n1, n0);
    and and_digD(digD, bin[3], bin[2], n1, bin[0]);
    and and_digE(digE, bin[3], bin[2], bin[1], n0);
    and and_digF(digF, bin[3], bin[2], bin[1], bin[0]);
	 or seg_a(seg[0], dig1, dig4, digB, digD);
	 or seg_b(seg[1], dig5, dig6, digB, digC, digE,digF);
	 or seg_c(seg[2], dig2, digC, digE, digF);
	 or seg_d(seg[3], dig1, dig4, dig7, digA, digF);
	 or seg_e(seg[4], dig1, dig3, dig4, dig5, dig7, dig9);
	 or seg_f(seg[5], dig1, dig2, dig3, dig7);
	 or seg_g(seg[6], dig0, dig1, digC,dig7);
endmodule
==> ./run.sh <==
#!/bin/bash
# OpenROAD 26Q1-2900-gdf79404cd8, Yosys 0.63+post, stock flow scripts
make -C /OpenROAD-flow-scripts/flow DESIGN_CONFIG=/design/flow/config.mk WORK_HOME=/design/flow/orfs finish
==> ./config.mk <==
export PLATFORM = sky130hd
export DESIGN_NAME = display7seg
export DESIGN_NICKNAME = display7seg
export VERILOG_FILES = /design/flow/design.v
export SDC_FILE = /design/flow/constraint.sdc
export NUM_CORES = 4
export LEC_CHECK = 1
export CORE_AREA = 10 10 70 70
export DIE_AREA = 0 0 80 80
==> ./constraint.sdc <==
current_design display7seg

set clk_period 1.2
set clk_io_pct 0.2

create_clock -name clk0 -period $clk_period

set non_clock_inputs [all_inputs -no_clocks]
set_input_delay [expr $clk_period * $clk_io_pct] -clock clk0 $non_clock_inputs
set_output_delay [expr $clk_period * $clk_io_pct] -clock clk0 [all_outputs]
==> summary.txt <==
fresh numbers from the pnr run: status finished, final reports clean, final setup fails 0, initial DRC count 11, Synth Cell Area around 240 sq um, Post-DRT Antenna Nets 0, Tot GR Track Use 0.0284, vias in the first global route ~330, min-delay worst type in2out, vertical die size 80 microns, MI comb area between 200 and 250 sq um, Fillers between 300 and 400, num rows 21, Max-slew headroom 0.862, vias 330, largest net degree at the start of global routing 8, Final Max Tran Viols 0, Avg Synthesized Cell Area around 7.3 sq um, hold buffer count at cts 0, CP endpoint kind primary output, pre-CTS setup slack -0.789 ns, main area contributors buf_6, nor4b_4, nand3_1, # clk buffers 0, Worst Path Max Fanout 6, per-cell routed wire length 9.20 microns, distinct cell type count after synthesis 22, initial antenna violation count 0, I/O pin count 11, Final HPWL DP 598 microns, final core occ 0.164, flop count 0, cell taking the most area after synthesis buf_6, pwr dens between 300 and 400 mW/mm^2, yosys stat cell total 33, DR pass1 iterations 3, Synth Seq Share 0, routability cong. roughly 0.8, Sequential Area 0 sq um, Max-area cell share 0.141, fmax approximately 0.84 GHz, OpenROAD warning count 34, proportion of layout cells with a drive suffix above 1 0.741, Yosys Warn Count 0, Die Size about 0.0064 sq mm, via/cell ratio 3.17, layout overhead on the synthesized area 133%, Crit Path Class in2out, global-route wire length before repair ~1600 microns, Worst Path Arrival around 0.95 ns, Lkg Pwr 0.254 nW, worst vdd ir roughly 0.063 mV, Tcrit/Tclk final 0.995, routed wire length 957 microns, Placement Cell Area 442 sq um, Period minus WS final 1.19 ns, worst path required time roughly 0.96 ns, Ant. Diodes 0, Layout Cell Area excl Fill 559 sq um, hold_ws about 0.81 ns, Placed Cells around 96, fp_density 0.0703, Worst Setup Start Kind input port, Final Hold Fails 0, Cells after Synth 33, Maximum Capacitance Violations 0, final cell count without fillers ~100, power consumption 0.182 mW, Chip Area, Yosys around 240 sq um, setup TNS 0 ns, setup slack after layout a little over 0.006 ns, placeable core region ~0.0034 sq mm, I/O Buffers 11, grt total ovfl 0, Residual DRC 0, Worst Tran Pin Value 0.206 ns, die boundary width around 80 microns, RSZ-0062 raised after global routing true
-- critical path, cell delays in order --
cell and delay, ns:
buf_12 0.11, buf_6 0.11, nor4b_4 0.27, a21oi_2 0.06, nand3_1 0.06, buf_2 0.10
-- what timing repair did --
action	4_1_cts	5_1_grt
buffers inserted	7	2
pin swaps	9	5
gates cloned	1	0
gates resized	51	10
setup endpoints to repair	7	7
-- power breakdown --
group | internal, mW | switching [mW]
combinational | 0.109 | 0.0735
clock | 0 | 0
sequential | 0 | 0
total | 0.109 | 0.0735
-- path summary, 6_finish.rpt --
| check | from | end | slack [ns] | depth (start not counted) |
|---|---|---|---|---|
| max | bin[3] | seg[3] | 0.006 | 6 |
| min | bin[2] | seg[1] | 0.81 | 3 |
-- cell type report --
type / instances / area share
tap: 46 / 0.103
inverter: 2 / 0.0179
multi-input combinational: 27 / 0.407
timing repair buffer: 29 / 0.472
-- cells in the final DEF (no fill, tap or decap), types with 2 or more instances in the layout --
cell type / count
buf_6: 6
buf_8: 2
buf_4: 11
buf_12: 2
nand3_2: 3
o21ai_2: 3
nand2_1: 3
nand3_1: 2
buf_2: 7
o21ai_1: 2
-- synth_stat cells --
master,instances
nand2_1,4
nand3_1,4
buf_6,3
o21ai_1,3
o21ai_2,2
a21oi_1,1
a21oi_2,1
a22o_1,1
buf_4,1
inv_1,1
inv_2,1
nand2b_1,1
nand2b_2,1
nand3_2,1
nand4_1,1
nor2_1,1
nor2_2,1
nor2b_4,1
nor4b_4,1
o21a_1,1
o22ai_1,1
xor2_1,1
-- routing by layer --
layer | global-route usage | part of all wire | vias to the layer above
met1 | 0.0415 | 0.52 | 158
met3 | 0.00455 | 0.040 | 0
met5 | 0 | 0 | -
li1 | - | - | 167
met2 | 0.0449 | 0.44 | 5
met4 | 0 | 0 | 0
-- kinds of logic (layout without fill, tap and decap cells) --
kind of cell | Yosys count | after routing | synth area share
XOR/XNOR | 1 | 1 | 0.0365
AND/OR/NAND/NOR | 16 | 16 | 0.474
buffers and inverters | 6 | 31 | 0.203
AND-OR/OR-AND | 10 | 10 | 0.286
No activity file was given, so power comes from the tool's default toggle rates.
