## flow/config.mk

```make
export PLATFORM = sky130hd
export DESIGN_NAME = DIV4bit
export DESIGN_NICKNAME = DIV4bit
export VERILOG_FILES = /design/flow/design.v
export SDC_FILE = /design/flow/constraint.sdc
export NUM_CORES = 4
export LEC_CHECK = 1
export CORE_AREA = 10 10 70 70
export DIE_AREA = 0 0 80 80
```

## flow/run.sh

```bash
#!/bin/bash
# OpenROAD 26Q1-2900-gdf79404cd8, Yosys 0.63+post, stock flow scripts
make -C /OpenROAD-flow-scripts/flow DESIGN_CONFIG=/design/flow/config.mk WORK_HOME=/design/flow/orfs finish
```

## flow/constraint.sdc

```tcl
current_design DIV4bit

set clk_period 2.1
set clk_io_pct 0.2

create_clock -name clk0 -period $clk_period

set non_clock_inputs [all_inputs -no_clocks]
set_input_delay [expr $clk_period * $clk_io_pct] -clock clk0 $non_clock_inputs
set_output_delay [expr $clk_period * $clk_io_pct] -clock clk0 [all_outputs]
```

## flow/design.v

```verilog
module DIV4bit(
    input  [3:0] A, B,
    output [3:0] Quotient,
    output [3:0] Remainder,
    output       Error
);
    wire nB0, nB1, nB2, nB3;
    not inv_b0(nB0, B[0]);
    not inv_b1(nB1, B[1]);
    not inv_b2(nB2, B[2]);
    not inv_b3(nB3, B[3]);
    wire B_zero;
    and and_bzero(B_zero, nB0, nB1, nB2, nB3);
    buf buf_err(Error, B_zero);
    wire not_B_zero;
    not inv_bzero(not_B_zero, B_zero);
    wire B_one, B_two, B_four, B_eight;
    and and_b1(B_one, B[0], nB1, nB2, nB3);      
    and and_b2(B_two, nB0, B[1], nB2, nB3);      
    and and_b4(B_four, nB0, nB1, B[2], nB3);     
    and and_b8(B_eight, nB0, nB1, nB2, B[3]);    
    wire not_B_one, not_B_two, not_B_four, not_B_eight;
    not inv_not_b1(not_B_one, B_one);
    not inv_not_b2(not_B_two, B_two);
    not inv_not_b4(not_B_four, B_four);
    not inv_not_b8(not_B_eight, B_eight);
    wire other_div;
    and and_other(other_div, not_B_one, not_B_two, not_B_four, not_B_eight, not_B_zero);
    wire q0_d1, q0_d2, q0_d4, q0_d8, q0_dother;
    and q0_div1(q0_d1, A[0], B_one, not_B_zero);       
    and q0_div2(q0_d2, A[1], B_two, not_B_zero);       
    and q0_div4(q0_d4, A[2], B_four, not_B_zero);      
    and q0_div8(q0_d8, A[3], B_eight, not_B_zero);     
    and q0_divother(q0_dother, 1'b0, other_div);       
    or or_q0(Quotient[0], q0_d1, q0_d2, q0_d4, q0_d8, q0_dother);
    wire q1_d1, q1_d2, q1_d4, q1_d8, q1_dother;
    and q1_div1(q1_d1, A[1], B_one, not_B_zero);
    and q1_div2(q1_d2, A[2], B_two, not_B_zero);
    and q1_div4(q1_d4, A[3], B_four, not_B_zero);
    and q1_div8(q1_d8, 1'b0, B_eight, not_B_zero);
    and q1_divother(q1_dother, 1'b0, other_div);
    or or_q1(Quotient[1], q1_d1, q1_d2, q1_d4, q1_d8, q1_dother);
    wire q2_d1, q2_d2, q2_d4, q2_d8, q2_dother;
    and q2_div1(q2_d1, A[2], B_one, not_B_zero);
    and q2_div2(q2_d2, A[3], B_two, not_B_zero);
    and q2_div4(q2_d4, 1'b0, B_four, not_B_zero);
    and q2_div8(q2_d8, 1'b0, B_eight, not_B_zero);
    and q2_divother(q2_dother, 1'b0, other_div);
    or or_q2(Quotient[2], q2_d1, q2_d2, q2_d4, q2_d8, q2_dother);
    wire q3_d1, q3_d2, q3_d4, q3_d8, q3_dother;
    and q3_div1(q3_d1, A[3], B_one, not_B_zero);
    and q3_div2(q3_d2, 1'b0, B_two, not_B_zero);
    and q3_div4(q3_d4, 1'b0, B_four, not_B_zero);
    and q3_div8(q3_d8, 1'b0, B_eight, not_B_zero);
    and q3_divother(q3_dother, 1'b0, other_div);
    or or_q3(Quotient[3], q3_d1, q3_d2, q3_d4, q3_d8, q3_dother);
    wire r0_d1, r0_d2, r0_d4, r0_d8, r0_dother;
    and r0_div1(r0_d1, 1'b0, B_one, not_B_zero);   
    and r0_div2(r0_d2, A[0], B_two, not_B_zero);
    and r0_div4(r0_d4, A[0], B_four, not_B_zero);
    and r0_div8(r0_d8, A[0], B_eight, not_B_zero);
    and r0_divother(r0_dother, A[0], other_div);
    or or_r0(Remainder[0], r0_d1, r0_d2, r0_d4, r0_d8, r0_dother);
    wire r1_d1, r1_d2, r1_d4, r1_d8, r1_dother;
    and r1_div1(r1_d1, 1'b0, B_one, not_B_zero);
    and r1_div2(r1_d2, 1'b0, B_two, not_B_zero);
    and r1_div4(r1_d4, A[1], B_four, not_B_zero);
    and r1_div8(r1_d8, A[1], B_eight, not_B_zero);
    and r1_divother(r1_dother, A[1], other_div);
    or or_r1(Remainder[1], r1_d1, r1_d2, r1_d4, r1_d8, r1_dother);
    wire r2_d1, r2_d2, r2_d4, r2_d8, r2_dother;
    and r2_div1(r2_d1, 1'b0, B_one, not_B_zero);
    and r2_div2(r2_d2, 1'b0, B_two, not_B_zero);
    and r2_div4(r2_d4, 1'b0, B_four, not_B_zero);
    and r2_div8(r2_d8, A[2], B_eight, not_B_zero);
    and r2_divother(r2_dother, A[2], other_div);
    or or_r2(Remainder[2], r2_d1, r2_d2, r2_d4, r2_d8, r2_dother);
    wire r3_d1, r3_d2, r3_d4, r3_d8, r3_dother;
    and r3_div1(r3_d1, 1'b0, B_one, not_B_zero);
    and r3_div2(r3_d2, 1'b0, B_two, not_B_zero);
    and r3_div4(r3_d4, 1'b0, B_four, not_B_zero);
    and r3_div8(r3_d8, 1'b0, B_eight, not_B_zero);
    and r3_divother(r3_dother, A[3], other_div);
    or or_r3(Remainder[3], r3_d1, r3_d2, r3_d4, r3_d8, r3_dother);
endmodule
```

==> summary.txt <==
flow finished, numbers: status finished, final reports clean, Sequential Power Share 0, worst min-delay path class in2out, DP HPWL roughly 800 µm, Hold Crit Endpoint Quotient[2], Worst VDD drop 0.0488 mV, cell type with the largest total area buf_6, initial antenna violation count 0, Multiplexer share 0, Sw Pwr ~0.000031 W, clock buffer count 0, drt pass-1 iters 4, sequential cell area 0 µm², XOR/XNOR Fraction of Synth Area 0, Routed WL about 1000 µm, Comb power frac 1.000, row count 21, fill count between 300 and 400, Post-synth area hogs buf_6 19%, nand3b_1 9.5%, buf_4 6.3%, Leak Pwr about 0.19 nW, DRT iter0 DRCs about 75, post-placement worst setup slack -0.359 ns, most numerous cell in the Yosys netlist buf_6, Hold Vio Cnt, Final 0, Worst Path Required 1.68 ns, Syn. warnings 0, critical path peak fanout 4, largest net degree at the start of global routing 8, Post-Synth AOI/OAI Area 0.295, Slew headroom 0.814, growth of design area from synthesis to finish 103%, first-pass GRT wire length 1600 µm, Logic family by area simple AND/OR/NAND/NOR gates, Cell Chain, Critical Path dlygate4sd2_1, nand3b_1, a211o_1, nand3_1, clkdlybuf4s50_1, Log Warnings 32, Die Span X about 80 µm, CORE AREA ~0.0034 mm², GRT Util Overall 0.0305, layout cells sized above 1 0.321, yosys cell count 33, Power Internal 0.0000463 W, Max-area cell share 0.189, Final setup viols 0, Crit Path Class in2out, Vias/cell roughly 3.4, Sw Ratio 0.403, Avg Inst Size Synth 7.20 µm², post-layout min period roughly 2 ns, yosys stat chip area about 240 µm², Worst-Margin Slew 0.277 ns, GP Congestion approximately 0.8, RSZ-0062 raised after global routing false, Core Density at Floorplan 0.0696, Commonest cells post-synth 4 x buf_6, 3 x nand2_1, 3 x nand3b_1, hold buffers post-CTS 0, design area around 480 µm², antenna-violating nets left 0, hold wc startpoint B[2], GRT Residual Overflow 0, Mapped Area around 240 µm², sequential fraction of the synthesis area 0, Synth Area in Adders 0.0474, Clock power frac 0, Critical Path End Type output port, Largest delay share family, worst path buffers and inverters, Worst Path Buf+Inv 2, Boundary Pins 17, Max stage delay on crit path approximately 0.47 ns, Power Dens Cells between 150 and 200 mW/mm², yosys simple share 0.405, # DRC 0, Crit-path slowest cell clkdlybuf4s50_1, WP depth 5, number of I/O port buffers 17, via count 333, Slew Limit Fails 0, antenna fix cells 0, final worst slack between 0.06 and 0.07 ns, die footprint around 0.0064 mm², number of global-route vias before repair slightly above 300, crit path launch type primary input, Unique cell types 22, Placed Area 458 µm², max-cap check violation count 0, post-DR wirelength/cell approximately 10 µm, Max Clock Freq 0.491 GHz, fin crit share 0.969, Hold Path Stages 4, Die Y 80 µm, critical path arrival around 1.6 ns, Mapped Cells 33, Seq cells 0
power by group through the flow:
stage	clock network [W]	logic, W	registers [W]
4_1_cts	0	0.0000742	0
5_1_grt	0	0.0000855	0
6_report	0	0.0000776	0
worst min-delay path, cell delays in order:
cell,delay [ns]
clkbuf_4,0.16
buf_4,0.13
nor3_1,0.05
dlygate4sd2_1,0.24
cell type report:
type | instances | area [µm²] | share of cell area
Multi-Input combinational cell | 27 | 198 | 0.410
Tap cell | 46 | 57.6 | 0.119
Timing Repair Buffer | 26 | 226 | 0.470
through the flow:
| step | utilization | setup TNS, ns | hold WS (ns) | std cells | total power [W] |
|---|---|---|---|---|---|
| after floorplan | - | 0 | 0.901 | 33 | 0.0000341 |
| after global placement | 0.134 | -2.25 | 1.79 | 97 | 0.0000723 |
| after detailed placement | 0.134 | -2.66 | 1.79 | 97 | 0.0000737 |
| after CTS | 0.139 | 0 | 1.43 | 99 | 0.0000742 |
| after global routing | 0.141 | 0 | 1.47 | 99 | 0.0000855 |
| final | 0.141 | 0 | 1.42 | 99 | 0.0000776 |
placed cells by master (no fill, tap or decap):
master and instances:
buf_4 8, nor3_1 1, clkdlybuf4s50_1 9, and2b_1 1
nor4_2 1, buf_6 1, a21boi_0 1, nand4b_1 1
a32o_1 1, nand2_1 3, o21a_1 1, a211o_1 1
clkdlybuf4s15_1 1, clkbuf_4 1, o21bai_1 1, a21oi_1 1
buf_2 2, clkdlybuf4s15_2 1, nor2_2 1, o311a_1 1
dlygate4sd2_1 3, a2bb2oi_1 1, nand3b_1 3, nand3_1 2
nor3_4 1, maj3_2 1, and3_1 1, nor2b_1 1
nor2_1 1, o21ai_0 1
timing repair:
item / 4_1_cts / 5_1_grt
setup endpoints to repair: 9 / 4
buffers inserted: 2 / 0
gates resized: 20 / 8
pin swaps: 2 / 1
metal layers:
metal	up-vias	global-route usage	routed length [µm]
li1	163	-	-
met1	151	0.0508	506
met2	19	0.0249	255
met3	0	0.0273	240
met4	0	0	0
met5	-	0	0
cell families (layout without fill, tap and decap cells):
logic type / Yosys count / in the layout
adders and majority gates: 1 / 1
buffers and inverters: 6 / 26
AOI/OAI and AO/OA: 9 / 9
and+or+nand+nor: 17 / 17
worst max path at each step:
stage / from / to / slack [ns]
after global routing: A[3] / Quotient[0] / 0.004
after CTS: B[3] / Quotient[0] / 0.02
final: A[2] / Quotient[0] / 0.06
Power is estimated from default activity; no workload was simulated.
